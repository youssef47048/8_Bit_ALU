--- flow/config.mk ---
export PLATFORM = sky130hd
export DESIGN_NAME = CONTROL
export DESIGN_NICKNAME = CONTROL
export VERILOG_FILES = /design/flow/design.v
export SDC_FILE = /design/flow/constraint.sdc
export NUM_CORES = 4
export LEC_CHECK = 1
export CORE_AREA = 10 10 70 70
export DIE_AREA = 0 0 80 80
--- flow/constraint.sdc ---
current_design CONTROL

set clk_period 1.0
set clk_io_pct 0.2

create_clock -name clk0 -period $clk_period

set non_clock_inputs [all_inputs -no_clocks]
set_input_delay [expr $clk_period * $clk_io_pct] -clock clk0 $non_clock_inputs
set_output_delay [expr $clk_period * $clk_io_pct] -clock clk0 [all_outputs]
--- flow/design.v ---
module CONTROL(output [7:0]F_CON, input wire[1:0]s,
input wire [7:0] F_AR,input wire [7:0] F_LO,input wire [7:0] F_SH
);
wire [7:0] FM_LO_SH;
MUX_2_1 LO_SH(.w1(F_LO),.w2(F_SH),.s(s[0]),.F_M(FM_LO_SH));
MUX_2_1 AR_LH(.w1(F_AR),.w2(FM_LO_SH),.s(s[1]),.F_M(F_CON));
endmodule
module MUX_2_1(
input  [7:0] w1,input [7:0] w2,input s,
output [7:0] F_M
);
 assign F_M = ((s) ? w2:w1);
endmodule
--- flow/run.sh ---
#!/bin/bash
# OpenROAD 26Q1-2900-gdf79404cd8, Yosys 0.63+post, stock flow scripts
make -C /OpenROAD-flow-scripts/flow DESIGN_CONFIG=/design/flow/config.mk WORK_HOME=/design/flow/orfs finish
==> results.sh <==
# source this file to load flow results
export IMPL_run_status="finished, violations left"
export IMPL_violations="negative setup slack"
export IMPL_slew_viol_final=0
export IMPL_fp_dieW_um=80
export IMPL_fraction_of_power_spent_switching_nets_pct=34.15
export IMPL_internal_power_mw=0.1298
export IMPL_timing_final_hold_violations=0
export IMPL_fillers=385
export IMPL_critical_path_endpoint_category="primary output"
export IMPL_ios=34
export IMPL_worstMarginPinSlew_ps=191.9
export IMPL_floorplan_die_height_um=80
export IMPL_timing_hold_worst_path_depth=4
export IMPL_hold_worst_slack_ps=815.7
export IMPL_holdCritPathClass="primary input to primary output"
export IMPL_whs_endpoint="F_CON[2]"
export IMPL_power_combinational_fraction_pct=100.0
export IMPL_finalWorstPathRequiredPeriod_ps=1004
export IMPL_worst_hold_startpoint="F_AR[2]"
export IMPL_drt_iter0_markers=6
export IMPL_area_growth_pct=212.2
export IMPL_post_layout_total_power_mw=0.1971
export IMPL_drt_total_wl_um=1193
export IMPL_final_cell_area_um2=574.3
export IMPL_drt_pass1_iterations=2
export IMPL_grt_start_max_net_pins=9
export IMPL_critPathMaxFanout=4
export IMPL_postSynthSeqShare_pct=0
export IMPL_detail_route_wl_per_cell_um=11.05
export IMPL_worstSetupPathType="primary input to primary output"
export IMPL_numPortBuffers=34
export IMPL_first_pass_grt_wire_length_um=1704
export IMPL_ys_top_cells_by_count="8 x mux2i_1, 8 x nor2_1, 7 x a21oi_1"
export IMPL_layout_clock_buffers=0
export IMPL_yosysWarningCount=0
export IMPL_dieArea_um2=6400
export IMPL_layout_drive_gt1_share_pct=35.48
export IMPL_timing_slew_headroom_pct=86.84
export IMPL_leakage_power_total_nw=0.2773
export IMPL_antenna_cells_inserted=0
export IMPL_finalCritPeriodShare_pct=100.4
export IMPL_drtAntennaViolNets=0
export IMPL_p_seq_share_pct=0
export IMPL_rsz0062_at_grt="yes"
export IMPL_max_freq_ghz=0.9956
export IMPL_power_density_nw_per_um2=343.1
export IMPL_area_leaders="mux2i_1 44%, a21oi_1 19%, nor2_1 16%, buf_6 12%, a21oi_2 4.8%"
export IMPL_area_fraction_of_the_dominant_cell_type_after_synthesis_pct=43.54
export IMPL_dpl_instance_area_um2=586.8
export IMPL_antenna_found_initial=0
export IMPL_floorplan_core_util_pct=5.385
export IMPL_vias_per_cell=3.120
export IMPL_synth_largest_area_cell="mux2i_1"
export IMPL_critPathArrivalTime_ps=800
export IMPL_via_count_of_the_first_global_routing_pass=320
export IMPL_layout_sequential_cells=0
export IMPL_fp_coreArea_um2=3416
export IMPL_timing_final_ws_setup_ps=-4.386
export IMPL_layout_area_seq_um2=0
export IMPL_ir_drop_mv=0.03832
export IMPL_share_clk_of_total_power_pct=0
export IMPL_warning_count=34
export IMPL_synth_area_per_cell_um2=6.812
export IMPL_finalSetupViolCount=1
export IMPL_maxCapViolCount=0
export IMPL_cp_required_ps=800
export IMPL_yosys_cell_types_count=6
export IMPL_globalplace_congestion=0.8410
export IMPL_route_vias_total=337
export IMPL_rows=21
export IMPL_drt_drc_violations_left=0
export IMPL_mappedNetlistArea_um2=183.9
export IMPL_synth_cells=27
export IMPL_ys_area_um2=183.9
export IMPL_count_of_hold_buffers_inserted_by_post_cts_repair=0
export IMPL_power_switching_mw=0.06730
export IMPL_timing_critical_path_from_type="primary input"
export IMPL_cells_yosys=27
export IMPL_grt_total_usage_pct=3.233
export IMPL_grt_remaining_overflow=0
cell families (layout without fill, tap and decap cells):
family	count (synthesis)	after routing	share of synthesized area, %
AND-OR/OR-AND	8	8	23.81
multiplexers	8	8	43.54
AND/OR/NAND/NOR	8	8	16.33
buffers and inverters	3	38	16.33
how the worst max path moves through the flow:
stage / start / end / cells after the start
5_1_grt: s[0] / F_CON[2] / 5
4_1_cts: s[0] / F_CON[6] / 5
6_report: s[0] / F_CON[2] / 5
cell type report:
cell class | instances | area, um2 | area share, %
tap | 46 | 57.56 | 10.02
timing repair buffer | 38 | 339.1 | 59.04
multi-input combinational | 24 | 177.7 | 30.94
timing repair:
item | 4_1_cts | 5_1_grt
gates cloned | 1 | 0
pin swaps | 11 | 0
buffers inserted | 0 | 0
gates resized | 65 | 4
setup endpoints to repair | 8 | 8
power groups by stage:
stage     Sequential [mW]  Clock [mW]  Combinational, mW
4_1_cts                 0           0              0.198
6_report                0           0              0.197
5_1_grt                 0           0              0.216
layout by cell type, fill, tap and decap left out:
master / synthesis / routed
buf_4: 1 / 1
a21oi_2: 1 / 6
nor2_1: 8 / 6
dlygate4sd2_1: 0 / 24
buf_6: 2 / 3
buf_12: 0 / 1
nor2_2: 0 / 2
mux2i_1: 8 / 8
buf_2: 0 / 8
buf_16: 0 / 1
a21oi_1: 7 / 2
per-layer routing:
| metal | share of wire (%) | GRT usage, % | up-vias |
|---|---|---|---|
| li1 | - | - | 164 |
| met1 | 48 | 4.021 | 146 |
| met2 | 39 | 5.457 | 27 |
| met3 | 13 | 1.250 | 0 |
| met4 | 0 | 0 | 0 |
| met5 | 0 | 0 | - |
critical path, cell delays in order:
cell and delay (ps):
buf_6 70, buf_6 110, mux2i_1 230, a21oi_2 70
buf_2 120
per-stage QoR:
stage                     utilization [%]  std cells  TNS [ps]  setup slack (ps)
after floorplan                         -         27         0             195.4
after global placement              17.18        107     -5868            -763.9
after detailed placement            17.18        107     -5869            -755.2
after CTS                           16.59        108   -0.6778           -0.6778
after global routing                16.81        108    -164.0            -58.86
final                               16.81        108    -4.386            -4.386
Power is estimated from default activity; no workload was simulated.
